==> run.sh <==
#!/bin/bash
# OpenROAD 26Q1-2900-gdf79404cd8, Yosys 0.63+post, stock flow scripts
make -C /OpenROAD-flow-scripts/flow DESIGN_CONFIG=/design/flow/config.mk WORK_HOME=/design/flow/orfs finish
==> config.mk <==
export PLATFORM = sky130hd
export DESIGN_NAME = ahb_lite_slave
export DESIGN_NICKNAME = ahb_lite_slave
export VERILOG_FILES = /design/flow/design.v
export SDC_FILE = /design/flow/constraint.sdc
export NUM_CORES = 4
export LEC_CHECK = 1
export CORE_UTILIZATION = 30
==> constraint.sdc <==
current_design ahb_lite_slave

set clk_period 8.7
set clk_io_pct 0.2

create_clock -name clk0 -period $clk_period [get_ports {clk}]

set non_clock_inputs [all_inputs -no_clocks]
set_input_delay [expr $clk_period * $clk_io_pct] -clock clk0 $non_clock_inputs
set_output_delay [expr $clk_period * $clk_io_pct] -clock clk0 [all_outputs]
==> design.v <==
module ahb_lite_slave
(
	input logic clk,
	input logic n_rst,
	input logic [1:0] coefficient_num,
	input logic modwait,
	input logic [15:0] fir_out,
	input logic err,
	input logic hsel,
	input logic [3:0] haddr,
	input logic hsize,
	input logic [1:0] htrans,
	input logic hwrite,
	input logic [15:0] hwdata,
    input logic clear_new_coefficient,
	output logic [15:0] sample_data,
	output logic data_ready,
	output logic new_coefficient_set,
	output logic [15:0] fir_coefficient,
	output logic [15:0] hrdata,
	output logic hresp
);
	logic [1:0] state;
	logic [1:0] next_state;
	logic [15:0][7:0] Register_Map;
	logic [15:0][7:0] next_Register_Map;
	logic next_data_ready;
	logic [3:0] address_mapping;
	logic size_buffer;
typedef enum logic [1:0] {IDLE,
			WRITE,
			READ,
			ERROR} state_t;
always_comb begin
	next_state = state;
	case(state)
		IDLE: next_state  = (hsel && ((hwrite && ((haddr == 0) | (haddr == 1) | (haddr == 2) | (haddr == 3) | (haddr == 15))) 
					| ((!hwrite) && (haddr == 15)))) ? ERROR :
				   (hsel && hwrite && (htrans != 0)) ? WRITE :
				   (hsel && !hwrite && (htrans != 0)) ? READ :
				   IDLE;
		WRITE: next_state = (hsel && ((hwrite && ((haddr == 0) | (haddr == 1) | (haddr == 2) | (haddr == 3) | (haddr == 15))) 
					| ((!hwrite) && (haddr == 15)))) ? ERROR :
				   (hsel && hwrite && (htrans != 0)) ? WRITE :
				   (hsel && !hwrite && (htrans != 0)) ? READ :
				   IDLE;
		READ: next_state  = (hsel && ((hwrite && ((haddr == 0) | (haddr == 1) | (haddr == 2) | (haddr == 3) | (haddr == 15))) 
					| ((!hwrite) && (haddr == 15)))) ? ERROR :
				   (hsel && hwrite && (htrans != 0)) ? WRITE :
				   (hsel && !hwrite && (htrans != 0)) ? READ :
				   IDLE;
		ERROR: next_state = (hsel && ((hwrite && ((haddr == 0) | (haddr == 1) | (haddr == 2) | (haddr == 3) | (haddr == 15))) 
					| ((!hwrite) && (haddr == 15)))) ? ERROR :
				   (hsel && hwrite && (htrans != 0)) ? WRITE :
				   (hsel && !hwrite && (htrans != 0)) ? READ :
				   IDLE;
	endcase
end
always_ff @(posedge clk, negedge n_rst) begin
	if(!n_rst) begin
		state <= IDLE;
		data_ready <= 0;
		Register_Map <= 0;
		address_mapping <= 0;  
		size_buffer <= 0; 
	end
	else begin
		state <= next_state;
		data_ready <= next_data_ready;
		Register_Map <= next_Register_Map;
		address_mapping <= haddr;
		size_buffer <= hsize;
	end
end
always_comb begin
	hrdata = 0;
	hresp = (hsel && ((hwrite && ((haddr == 0) | (haddr == 1) | (haddr == 2) | (haddr == 3) | (haddr == 15))) 
					| ((!hwrite) && (haddr == 15)))) ? 1 : 0;
	case(state)
		READ: begin
			if (size_buffer == 1)
				if (address_mapping % 2 == 1)
					hrdata = {Register_Map[address_mapping], Register_Map[address_mapping - 1'b1]};
				else
					hrdata = {Register_Map[address_mapping + 1'b1], Register_Map[address_mapping]};
			else
				if (address_mapping % 2 == 1)
					hrdata = {Register_Map[address_mapping], 8'b0};
				else
					hrdata = {8'b0, Register_Map[address_mapping]};
			if (address_mapping == 4'd14) hrdata = {8'b0, Register_Map[14]};
		end
	endcase
end
always_comb begin
	next_Register_Map = Register_Map;
	next_data_ready = data_ready;
	if(err) begin
		next_Register_Map[1] = 1;
		next_Register_Map[0] = '0;
	end
	else if(new_coefficient_set) begin
		next_Register_Map[0] = 1;
		next_Register_Map[1] = '0;
	end
	else if(modwait) begin
		next_Register_Map[0] = 1;
		next_Register_Map[1] = '0;
	end
	else begin
		next_Register_Map[0] = '0;
		next_Register_Map[1] = '0;
	end
	next_Register_Map[2] = fir_out[7:0];
	next_Register_Map[3] = fir_out[15:8];
	next_Register_Map[15] = '0;
	if (coefficient_num == 3) begin
		next_Register_Map[14] = '0;
	end
	new_coefficient_set = Register_Map[14];
	sample_data = {Register_Map[5], Register_Map[4]};
	fir_coefficient = {Register_Map[coefficient_num * 2 + 7], Register_Map[coefficient_num * 2 + 6]};
	case(state)
		WRITE: begin
			if(size_buffer == 1)
				if(haddr % 2 == 1) begin
					next_Register_Map[address_mapping - 1'b1] = hwdata[7:0];
					next_Register_Map[address_mapping] = hwdata[15:8];
				end
				else begin
					next_Register_Map[address_mapping] = hwdata[7:0];
					next_Register_Map[address_mapping + 1'b1] = hwdata[15:8];
				end
			else
				if(haddr % 2 == 1)
					next_Register_Map[address_mapping] = hwdata[15:8];
				else
					next_Register_Map[address_mapping] = hwdata[7:0];
			if(address_mapping == 4 | address_mapping == 5)
				next_data_ready = 1;
		end
	endcase
	if (modwait) next_data_ready = 0;
end
endmodule
==> impl_metrics.py <==
# Physical implementation metrics
metrics = {
    "clock_network": {
        "post_cts_buffers": 0,
        "cts_hold_buf": 0,
        "htree_levels": 4,
        "root_buffer": "clkbuf_16",
        "cts_made_buffers": 17,
        "cts_resized": 0,
        "clk_pin_slew_ns": 0.07,
        "clk_latency_ns": 0.52,
        "cts_tree": "yes",
        "clock_sinks": 136,
        "clock_path_buffers": 2,
    },
    "sta": {
        "rsz0062_at_grt": "false",
        "setup-violations-final": 0,
        "worst_slew_pin_slew_ns": 1.01,
        "fmax_ghz": 0.157,
        "skew_ns": 0.0154,
        "whs_ns": 0.512,
        "min_period_over_period": 0.733,
        "fin_tns_setup_ns": 0,
        "hold_viol": 0,
        "slew_headroom": 0.320,
        "slew_viol_final": 0,
        "period_minus_slack_ns": 6.38,
    },
    "logic_synthesis": {
        "yosys.stat.seqShare": 0.215,
        "ys_sh_simple": 0.219,
        "adder_share": 0.0134,
        "ys_warn_count": 1,
        "top_area_cell": "dfrtp_1",
        "flop_cell": "dfrtp_1",
        "topCellsByArea": "dfrtp_1, mux4_2, nand2_1",
        "ys_chip_area_um2": 15800,
        "syn_area_um2": 15800,
        "mux_share": 0.186,
        "top_cell_area_share": 0.215,
        "ys_cells": 1885,
        "ys_sh_xor": 0.00656,
        "synth.avg_cell_area_um2": 8.39,
        "synth-async-reset-ratio": 1.00,
        "edf_count": 0,
        "synth_cell_types": 109,
        "aoi_share": 0.294,
        "ys_top_logic_family": "AND-OR/OR-AND gates",
        "netlist_instances": 1885,
        "ys_ff": 136,
    },
    "power": {
        "ir_drop_mv": 0.115,
        "cellLeakagePower_uw": 0.00649,
        "powerDensity_nw_per_um2": 175,
    },
    "worst_setup_path": {
        "ff2ff_setup_slack_ns": 2.56,
        "r2r_cells": 14,
        "crit_path_start": "address_mapping[1]",
        "crit_family": "buffers and inverters",
        "critPathKind": "reg2out",
        "r2r-end": "Register_Map[100]",
        "crit_path_end_kind": "output port",
        "worstPathArrival_ns": 4.64,
        "path_max_fanout": 47,
        "crit_end": "hrdata[7]",
        "start_kind": "register",
        "path_buffers": 3,
        "cp_num_cells": 8,
        "cpMostUsedCell": "mux4_2",
        "crit_slowest_cell": "dfrtp_4",
        "worstPathRequired_ns": 6.96,
        "crit_path_cell_trace": "inv_1 -> ha_2 -> buf_4 -> mux4_2 -> mux4_2 -> a222oi_1 -> nor2_1 -> clkdlybuf4s50_1",
        "slowest_delay_ns": 0.76,
        "reg2reg_from": "address_mapping[1]",
    },
    "routing": {
        "drc": 0,
        "wl_met1_mm": 46.6,
        "wl_met3_mm": 15.6,
        "ant_nets": 0,
        "routed_wirelength_mm": 119,
        "met2WireLength_mm": 49.8,
        "dr.pass1.iters": 8,
        "routed_via_density": 7.26,
        "top_layer_used": "met5",
        "dr_total_vias": 19100,
        "routedWlPerCell_um": 45.2,
        "drtIter0Drc": 2373,
    },
    "placement": {
        "hpwl_mm": 89.4,
        "dp.cells": 2586,
        "numPortBuffers": 97,
        "gp_congestion": 1.08,
        "placed_area_um2": 17700,
    },
    "outcome": {
        "outcome": "complete, no violations",
    },
    "grt": {
        "track_usage": 0.456,
        "antenna_found_initial": 12,
        "grt_max_degree": 107,
        "overflow": 0,
        "grt_pass1_vias": 18300,
        "grt_pass1_wl_mm": 160,
    },
    "die": {
        "die_x_um": 232,
        "core_area_um2": 51700,
        "die_h_um": 232,
        "die_area_um2": 53700,
        "fp_util": 0.306,
        "num_rows": 83,
        "io_pins": 99,
    },
    "layout": {
        "finalInstanceArea_um2": 18300,
        "fillCellCount": 5433,
        "layout-drive-gt1-share": 0.184,
        "fin_cells": 2623,
        "area_growth_pct": 15.4,
    },
    "min_path": {
        "hp-class": "reg2reg",
        "min_from": "data_ready",
    },
    "job": {
        "maxCapViolCount": 0,
        "warnings": 37,
    },
}
state kept, by name (all words and copies together) (netlist names):
| signal | cells |
|---|---|
| Register_Map | 128 |
| address_mapping | 4 |
| data_ready | 1 |
| size_buffer | 1 |
| state | 2 |
where the power goes:
group / switching (uW) / leakage [uW] / internal (uW)
combinational: 758 / 0.00451 / 580
clock: 370 / 0.000270 / 407
sequential: 337 / 0.00172 / 742
worst min-delay path by stage:
stage       endpoint  slack [ns]  depth (start not counted)
4_1_cts   data_ready        0.52                          2
5_1_grt   data_ready        0.56                          2
6_report  data_ready        0.51                          2
Yosys cell counts (9+ instances only):
master and n:
a211o_1 11, a211oi_1 11, a21o_1 9, a21oi_1 90, a221o_1 17, a221oi_1 10, a222oi_1 9, a22o_1 18
a22oi_1 54, a2bb2oi_1 9, a311oi_1 12, a31oi_1 34, a32oi_1 17, and2_1 13, and3_1 22, buf_1 15
buf_2 37, buf_4 28, clkbuf_1 109, dfrtp_1 136, ha_1 17, inv_1 29, mux2i_1 21, mux4_2 117
nand2_1 234, nand2b_1 14, nand3_1 93, nand4_1 22, nor2_1 156, nor2b_1 13, nor3_1 55, nor4_1 15
o211ai_1 20, o21ai_0 105, o221ai_1 35, o22ai_1 39, o31ai_1 18, o32ai_1 13, or3_1 10
layout by cell type (no fill, tap or decap), drive strengths merged, types with 10 or more instances in the layout:
cell type	instances
o211ai	21
nand4	23
o32ai	13
nand3	93
a221o	17
and3	22
a211o	11
or3	11
a211oi	15
buf	122
o22ai	39
clkbuf	19
ha	17
a311oi	12
o21ai	111
nor3	60
clkdlybuf4s50	95
a22oi	55
nand2	234
o31ai	18
a21oi	94
dfrtp	136
inv	39
a32oi	17
and2	16
mux2i	21
nand2b	15
o221ai	35
nor2	159
a22o	19
a31oi	35
mux4	117
nor4	17
nor2b	13
a221oi	10
cell type report:
class | count | area (um2) | area share
clock buffer | 19 | 443 | 0.0243
tap | 680 | 851 | 0.0466
multi-input combinational | 1520 | 11400 | 0.624
clock inverter | 13 | 133 | 0.00726
antenna | 5 | 12.5 | 0.000685
timing repair buffer | 217 | 1880 | 0.103
sequential | 136 | 3420 | 0.187
inverter | 33 | 124 | 0.00678
worst min-delay path: cells and delay by family (launching register included):
family,cells,cell delay (ns)
AND/OR/NAND/NOR,2,0.13
flip-flops,1,0.34
per-layer routing:
metal / vias up / track usage
li1: 7550 / -
met1: 9648 / 0.615
met2: 1525 / 0.649
met3: 317 / 0.193
met4: 14 / 0.185
met5: - / 0.0211
per-stage QoR:
| stage | util | worst slack (ns) | power [uW] |
|---|---|---|---|
| after global placement | 0.342 | 2.86 | 2350 |
| after global routing | 0.353 | 2.22 | 3280 |
| after detailed placement | 0.342 | 2.84 | 2350 |
| after CTS | 0.353 | 2.40 | 3130 |
| after floorplan | - | 3.31 | 1650 |
| final | 0.353 | 2.32 | 3190 |
logic make-up (layout without fill, tap and decap cells):
| kind of cell | count (synthesis) | count (layout) |
|---|---|---|
| muxes | 146 | 146 |
| DFF | 136 | 136 |
| AOI/OAI and AO/OA | 638 | 638 |
| buffers and inverters | 229 | 282 |
| adders and majority gates | 17 | 17 |
| xor gates and xnor gates | 8 | 8 |
| and+or+nand+nor | 711 | 711 |
| other | 0 | 5 |
Power and IR drop assume default switching activity.
