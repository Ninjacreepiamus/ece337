--- run.sh ---
#!/bin/bash
# OpenROAD 26Q1-2900-gdf79404cd8, Yosys 0.63+post, stock flow scripts
make -C /OpenROAD-flow-scripts/flow DESIGN_CONFIG=/design/flow/config.mk WORK_HOME=/design/flow/orfs finish
--- constraint.sdc ---
current_design apb_slave

set clk_period 1.6
set clk_io_pct 0.2

create_clock -name clk0 -period $clk_period [get_ports {clk}]

set non_clock_inputs [all_inputs -no_clocks]
set_input_delay [expr $clk_period * $clk_io_pct] -clock clk0 $non_clock_inputs
set_output_delay [expr $clk_period * $clk_io_pct] -clock clk0 [all_outputs]
--- design.v ---
module apb_slave(
    input logic clk,
    input logic n_rst,
    input logic [7:0] rx_data,
    input logic data_ready,
    input logic overrun_error,
    input logic framing_error,
    output logic data_read,  
    input logic psel,
    input logic [2:0] paddr,
    input logic penable,
    input logic pwrite,
    input logic [7:0] pwdata,
    output logic [7:0] prdata,
    output logic pslverr,  
    output logic [3:0] data_size,
    output logic [13:0] bit_period
);
    logic [2:0] rsel;
    logic [2:0] wsel;
    always_comb begin
        pslverr = 0;
        rsel = 0;
        wsel = 0;
        if(psel == 1'b1) begin
            if(pwrite == 1'b1) begin
                if(paddr == 2 || paddr == 3 || paddr == 4) begin
                    wsel = paddr;
                end
                else begin
                    pslverr = 1;
                end
            end
            else begin
                if(paddr == 0 || paddr == 1 || paddr == 2 || paddr == 3 || paddr == 4 || paddr == 6) begin
                    rsel = paddr;
                end
                else begin
                    pslverr = 1;
                end
            end
        end
    end
    logic data_ready_reg;
    logic overrun_error_reg;
    logic framing_error_reg;
    logic [7:0] rx_data_reg;
    always_ff @(posedge clk, negedge n_rst) begin
        if(n_rst == 1'b0) begin
            data_ready_reg <= 0;
            overrun_error_reg <= 0;
            framing_error_reg <= 0;
            rx_data_reg <= 0;
        end
        else begin
            overrun_error_reg <= overrun_error;
            framing_error_reg <= framing_error;
            rx_data_reg <= rx_data;
            data_ready_reg <= data_ready;
        end
    end
    always_comb begin
        data_read = 0;
        prdata = '0;
        case(rsel)
            0: begin 
                    if(penable)
                        prdata = {7'b0,data_ready_reg};
            end
            1: begin
                    if(penable)
                        prdata = {6'b0,overrun_error_reg,framing_error_reg};
            end
            2: begin if(penable)
                        prdata = bit_period[7:0];
            end
            3: begin if(penable)
                        prdata = {2'b0, bit_period[13:8]};
            end
            4: begin if(penable)
                        prdata = {4'b0, data_size};
            end
            6: begin 
                    if(penable) begin
                        prdata = rx_data_reg;
                        data_read = 1;
                    end
            end
        endcase
    end
    logic [3:0] next_data_size;
    logic [13:0] next_bit_period;
    always_ff @(posedge clk, negedge n_rst) begin
        if(n_rst == 1'b0) begin
            data_size <= 4'd8;
            bit_period <= 14'd10;  
        end
        else begin
            data_size <= next_data_size;
            bit_period <= next_bit_period;
        end
    end
    always_comb begin
        next_bit_period = bit_period;
        next_data_size = data_size;
        if(wsel == 2)
            next_bit_period = {bit_period[13:8],pwdata};
        else if(wsel == 3)
            next_bit_period = {pwdata[5:0],bit_period[7:0]};
        else if(wsel == 4)
            next_data_size = pwdata[3:0];
    end
endmodule
--- config.mk ---
export PLATFORM = sky130hd
export DESIGN_NAME = apb_slave
export DESIGN_NICKNAME = apb_slave
export VERILOG_FILES = /design/flow/design.v
export SDC_FILE = /design/flow/constraint.sdc
export NUM_CORES = 4
export LEC_CHECK = 1
export CORE_UTILIZATION = 30
==> results.json <==
{
  "largest_reg_flops": 14,
  "total_power_mw": 2.170,
  "cts_max_level": 2,
  "layout_setup_ws_ns": -0.09418,
  "hpwlAfterDp_um": 2477,
  "clkPwrFrac_pct": 25.3,
  "arrival_ns": 1.37,
  "first_pass_iters": 4,
  "max_cap_violations": 0,
  "drive_gt1_share_pct": 51.44,
  "grt.overflow.total": 0,
  "place.port_buffers": 54,
  "async_flop_share_pct": 100.0,
  "crit_family": "buffers and inverters",
  "pwr-share-seq_pct": 43.6,
  "aoi_share_pct": 7.322,
  "warning_count": 27,
  "core_mm2": 0.004354,
  "cts_max_path_buffers": 2,
  "synth_warnings": 1,
  "xor_share_pct": 0,
  "crit_chain": "buf_8 -> nand3b_1 -> buf_6 -> buf_4 -> a211oi_2 -> a221o_1 -> buf_2",
  "min_period_ns": 1.694,
  "maxSlewViolCount": 0,
  "clockRootBuffer": "clkbuf_8",
  "ioPinCount": 55,
  "antenna_found_initial": 0,
  "grt_pass1_vias": 1221,
  "cts_sinks": 29,
  "post-place-ws_ns": -0.7680,
  "ys_cells": 105,
  "p_comb_share_pct": 31.0,
  "endpoint_kind": "primary output",
  "grt_pass1_wl_um": 6320,
  "finalSetupViolations": 5,
  "die-height_um": 69.09,
  "dr_total_vias": 1264,
  "fin_crit_sh_pct": 105.9,
  "routed_via_density": 4.862,
  "drc_errors": 0,
  "dieArea_mm2": 0.004773,
  "flop_cell": "dfrtp_1",
  "wl_um": 4033,
  "ff2ff_setup_slack_ns": 0.62,
  "post_drt_wl_per_cell_um": 15.51,
  "slew_headroom_pct": 75.91,
  "p_sw_share_pct": 23.65,
  "finalHoldViolations": 0,
  "criticalPathCategory": "input port to primary output",
  "topCellsByArea": "dfrtp_1 (48%), mux2_2 (17%), dfstp_2 (5.8%), nand3b_1 (4.4%), mux2i_1 (3.7%)",
  "cpPeakStageDelay_ns": 0.25,
  "fa_ha_area_share_pct": 0,
  "rsz0062_at_grt": "yes",
  "outcome": "complete, but fails checks",
  "p_switching_mw": 0.5131,
  "num_antenna_cells": 0,
  "drt.antenna.violating_nets": 0,
  "peakVddDrop_uv": 332.0,
  "p_leak_nw": 1.118,
  "grt_use_total_pct": 17.31,
  "synth_area_mm2": 0.001350,
  "violations": "negative setup slack",
  "rows": 24,
  "crit_fanout": 4,
  "chipWidth_um": 69.09,
  "worstMarginPinSlew_ns": 0.3614,
  "syn_avg_cell_area_um2": 12.86,
  "initialDrtViolationCount": 82,
  "edf_count": 0,
  "cts_made_buffers": 5,
  "synth_cell_types": 29,
  "yosys.area.top_type": "dfrtp_1",
  "synth-area-yosys_mm2": 0.001350,
  "gp_congestion": 0.8617,
  "crit_buf_inv": 4,
  "synthToLayoutAreaGrowth_pct": 83.32,
  "synthTopLogicFamily": "multiplexers",
  "cp_slowest_cell": "nand3b_1",
  "finClkSkew_ns": 0,
  "clk_pin_slew_ns": 0.06,
  "final_core_util_pct": 56.84,
  "synth_top_area_share_pct": 48.19,
  "cts_tree": "done",
  "cp_data_required_time_ns": 1.28,
  "clock_latency_ns": 0.27,
  "ys_ff": 29,
  "syn_inst": 105,
  "mux_area_share_pct": 20.39,
  "simple_gate_share_pct": 16.59,
  "hold_class": "input port to async pin",
  "internal_power_mw": 1.657,
  "yosysSeqAreaShare_pct": 54.03,
  "p_per_area_mw_per_mm2": 876.8,
  "tns_ns": -0.3354,
  "grt_max_degree": 30,
  "startpoint_type": "input port",
  "fp_util_pct": 31.01,
  "max_freq_mhz": 590.3
}
## worst paths after layout
check,startpoint,end,cells after the start
worst max-delay path,pwrite,prdata[3],7
worst min-delay path,n_rst,bit_period[8],2
worst max register to register,bit_period[5],bit_period[5],3
worst min register to register,bit_period[7],bit_period[7],1
max in group asynchronous,n_rst,bit_period[3],2
min in group clk0,rx_data[2],rx_data_reg[2],1
## what timing repair did
action	4_1_cts	5_1_grt
setup endpoints to repair	30	8
hold buffers	0	0
gates cloned	2	0
buffers inserted	14	3
pin swaps	18	7
resized	87	6
## cell families after synthesis
logic type,count (synthesis)
compound gates,13
buf+inv,4
flops,29
mux,25
simple gates,34
## metal layers
metal  vias to the layer above  part of all wire, %  global-route usage (%)
li1                        593                    -                       -
met4                         0                  1.9                   2.041
met5                         -                    0                       0
met1                       611                   48                   28.48
met3                         8                  6.7                   3.561
met2                        52                   43                   25.24
## worst register-to-register path: stages (launching register included)
cell	delay, ns
dfrtp_1	0.38
buf_6	0.11
buf_4	0.12
mux2_2	0.25
## cell usage in the layout (no fill, tap or decap), types with 4 or more instances in the layout
cell type / count
buf_6: 12
clkbuf_8: 5
mux2_2: 19
mux2i_1: 4
dlygate4sd2_1: 7
nand3b_1: 8
dfrtp_1: 26
buf_2: 8
buf_4: 32
clkdlybuf4s50_1: 35
## cells in the mapped netlist (all sizes together), types with 3 or more instances
library cell,n
dfrtp,26
nand2,5
nor2b,3
nor3,3
mux2,20
nor2,5
a21oi,3
nand3b,8
buf,4
a211oi,3
dfstp,3
mux2i,5
## power by group through the flow
stage         sequential (mW)  clock (mW)  combinational (mW)
finish                  0.947       0.550               0.673
global route            0.963       0.599               0.726
CTS                     0.947       0.572               0.665
## area by class of cell
| type | instances | area, um^2 |
|---|---|---|
| Fill cell | 343 | 1879 |
| Tap cell | 52 | 65.06 |
| Sequential cell | 29 | 729.5 |
| Clock buffer | 6 | 72.57 |
| Clock inverter | 2 | 10.01 |
| Timing Repair Buffer | 99 | 919.6 |
| Multi-Input combinational cell | 72 | 678.2 |
## per-stage QoR
step	hold WS (ns)	cells	instance area, um^2
CTS	0.4388	258	2440
detailed placement	0.5274	234	2148
floorplan	0.02441	105	1350
global placement	0.5238	234	2148
global route	0.4683	260	2475
finish	0.4326	260	2475
Power is estimated from default activity; no workload was simulated.
